===== /design/flow/run.sh =====
#!/bin/bash
# OpenROAD 26Q1-2900-gdf79404cd8, Yosys 0.63+post, stock flow scripts
make -C /OpenROAD-flow-scripts/flow DESIGN_CONFIG=/design/flow/config.mk WORK_HOME=/design/flow/orfs finish

===== /design/flow/config.mk =====
export PLATFORM = sky130hd
export DESIGN_NAME = mux_1to16
export DESIGN_NICKNAME = mux_1to16
export VERILOG_FILES = /design/flow/design.v
export SDC_FILE = /design/flow/constraint.sdc
export NUM_CORES = 4
export LEC_CHECK = 1
export CORE_AREA = 10 10 318 318
export DIE_AREA = 0 0 328 328

===== /design/flow/constraint.sdc =====
current_design mux_1to16

set clk_period 6.3
set clk_io_pct 0.2

create_clock -name clk0 -period $clk_period [get_ports {clk}]

set non_clock_inputs [all_inputs -no_clocks]
set_input_delay [expr $clk_period * $clk_io_pct] -clock clk0 $non_clock_inputs
set_output_delay [expr $clk_period * $clk_io_pct] -clock clk0 [all_outputs]

===== /design/flow/design.v =====
module mux_1to16 (clk, en, addr, din, line24, line25, line26, line27,
		line28, line29, line30, line31, line32, line33,
		line34, line35, line36, line37, line38, line39);
input clk, en;
input signed [31:0] din;	 
input [6:0] addr;		 
output signed [31:0] line24, line25, line26, line27, line28, line29,
		line30, line31, line32, line33, line34, line35,
		line36, line37, line38, line39;
reg signed [31:0] line24, line25, line26, line27, line28, line29,
		line30, line31, line32, line33, line34, line35,
		line36, line37, line38, line39, midmem;
reg [6:0] addr_buf0;
always @ (posedge clk)
if (!en) begin addr_buf0<=addr; end
else begin addr_buf0<=addr_buf0; end
always @ (posedge clk)	 
if (!en)
begin
	case (addr_buf0)
		6'd25:	line24=din;
		6'd26:	line25=din;
		6'd27:	line26=din;
		6'd28:	line27=din;
		6'd29:	line28=din;
		6'd30:	line29=din;
		6'd31:	line30=din;
		6'd32:	line31=din;
		6'd33:	line32=din;
		6'd34:	line33=din;
		6'd35:	line34=din;
		6'd36:	line35=din;
		6'd37:	line36=din;
		6'd38:	line37=din;
		6'd39:	line38=din;
		6'd40:	line39=din;
		default :	midmem=din;
	endcase
	end
endmodule

==> impl_metrics.ini <==
; yosys + openroad results
[sta]
fmax_ghz = 0.276
finClkSkew_ns = 0.0250
min_period_ns = 3.62
hold_viol = 0
final.setup.tns_ns = 0
relSlewSlack_pct = 44.6
rsz0062_at_grt = false
post-route-period-util_pct = 57.4
setup_viol = 0
final_max_slew_viol_count = 0
tightestPinTransition_ns = 0.827

[die]
die.size.y_um = 328
io_pins = 553
core_area_um2 = 93700
initial_utilization_pct = 16.8
die_w_um = 328
row_count = 112
dieArea_um2 = 108000

[routing]
wl_mm = 54.4
avgViaCountPerCell = 3.38
wl_per_cell_um = 22.0
drt-pass1-iter-count = 5
ant_nets = 0
drt_iter0_markers = 659
vias = 8373
drcViolationCount = 0

[layout]
area_growth_pct = 57.3
final.fill_count = 9231
post-route-util_pct = 26.4
mi_logic_area_um2 = 236
seqCellArea_um2 = 15600
finalNonFillerCells = 2474
drive_gt1_share_pct = 9.11

[logic_synthesis]
synth_async_sr_flop_share_pct = 0
yosysWarnings = 1
top_cells_by_area = edfxtp_1 (99%), nor3_1 (0.29%), nor4_1 (0.24%)
synth.avg_cell_area_um2 = 28.8
ys_types = 10
ys_cells = 547
yosys_area_um2 = 15700
netlist_top_cells_count = edfxtp_1 (519), nor3_1 (9), nor4_1 (6), nand2b_1 (4)
netlist_area_um2 = 15700
ys.flop_type = edfxtp_1
postSynthSeqShare_pct = 99.0
synth_top_area_share_pct = 99.0
synthCells = 547
top_cell = edfxtp_1
edf_count = 519
synth_flops = 519
yosys.area.top_type = edfxtp_1

[min_path]
holdPathEnd = line31[26]$_DFFE_PP_
hold_depth = 2
min_from = addr_buf0[2]$_DFFE_PN_
hold_path.class = register to register

[placement]
io_buffers = 552
hpwl_mm = 36.8
dpl.cell_count = 2374
gp_congestion = 0.803

[worst_setup_path]
r2r-start = addr_buf0[4]$_DFFE_PN_
critPathArrivalTime_ns = 3.85
required_ns = 6.53
reg2reg_to = line38[14]$_DFFE_PP_
path_cells = clkdlybuf4s50_1 -> or4b_1 -> nor3_2 -> buf_4
reg2reg_slack_ns = 3.35
cpLargestDelayFamily = simple AND/OR/NAND/NOR gates
slowest_delay_ns = 0.75
rr_worst_depth = 3
cp_slowest_cell = or4b_1
startpoint = en
cp_max_fo = 25
crit_type = input pin to register
end_kind = register
worst_setup_path_start_kind = input pin
path_buffers = 2

[job]
warning_count = 25
drv_cap = 0

[clock_tree]
cts_resized = 0
cts_made_buffers = 54
cts_setup_buffers = 0
path_clk_slew_ns = 0.06
clk_path_buf_depth = 3
htree_levels = 2
cts_root_buf = clkbuf_16
cts_tree = built
holdBufCountCts = 0
clk_latency_ns = 0.62
cts.sinks = 519

[grt]
grt_use_total_pct = 9.98
grt_pass1_vias = 9392
grt_max_degree = 33
antenna_found_initial = 3
overflow = 0
grt_pass1_wl_mm = 72.9

[power_and_ir_drop]
p_per_area_nw_per_um2 = 279
leakagePower_nw = 7.78
vdd_drop_max_mv = 0.212

[status]
status = completed
worst max path at each step:
stage                                   to  slack (ns)  depth (start not counted)
final                 line38[14]$_DFFE_PP_        2.68                          4
after global routing  line38[14]$_DFFE_PP_        2.67                          4
after CTS             line38[18]$_DFFE_PP_        2.76                          4
layout make-up:
class                      instances  area share (%)
tap                             1254            6.34
multi-input combinational         25           0.955
clock inverter                    30            1.05
timing repair buffer             575            23.0
antenna                            2          0.0202
inverter                           1          0.0152
clock buffer                      68            5.67
sequential                       519            62.9
worst register-to-register path, stage by stage, from the launching register on:
cell and delay [ns]:
edfxtp_1 0.38, or4b_1 0.79, nor3_2 0.72, buf_4 0.63
logic make-up after synthesis:
family	Yosys count	synth area share, %
buf+inv	3	0.0874
simple gates	25	0.930
flops	519	99.0
power by group:
group	switching (mW)	internal, mW
clock	1.30	1.67
sequential	0.00852	3.82
combinational	0.0760	0.0389
total	1.39	5.53
flip-flops by register name (all words and copies together) (netlist names):
name       cells
line38        32
line32        32
line24        32
line36        32
line28        32
line29        32
line27        32
line26        32
line35        32
line34        32
line39        32
line37        32
addr_buf0      7
line31        32
line33        32
line30        32
line25        32
stage by stage:
step,setup WS [ns],area (um2),hold slack (ns),power (mW)
finish,2.68,24800,1.02,6.92
global route,2.67,24800,1.08,7.17
CTS,2.76,24800,1.03,7.01
detailed placement,2.09,23100,1.01,4.01
global placement,2.13,23100,0.981,4.01
floorplan,0.805,15700,1.10,3.90
layer usage:
layer	part of all wire, %	GRT usage [%]	vias up
met5	0	0	-
met4	2.7	2.40	0
met3	18	8.19	92
met2	46	15.1	764
met1	34	10.6	4007
li1	-	-	3510
layout by cell type, fill, tap and decap left out:
| master | count |
|---|---|
| clkdlybuf4s50_1 | 552 |
| edfxtp_1 | 519 |
| clkbuf_16 | 54 |
| buf_4 | 23 |
| clkbuf_1 | 14 |
| clkinv_1 | 12 |
| nor3_2 | 9 |
| nor4_2 | 6 |
| clkinv_2 | 5 |
| nand2b_1 | 4 |
| clkinvlp_4 | 4 |
| inv_6 | 3 |
| diode_2 | 2 |
| or4b_1 | 2 |
| nand2_1 | 2 |
| inv_8 | 2 |
| bufinv_16 | 2 |
| inv_1 | 1 |
| or4_1 | 1 |
| nor2_4 | 1 |
| inv_16 | 1 |
| clkinv_16 | 1 |
Power figures rest on the tool's default switching activity, not on a simulated workload.
