[design.v]
module function3 (e,f,clk,en);
input clk,en;					 
input signed [31:0] e;		 
output signed [31:0] f;		 
reg signed [31:0] f;
always @ (posedge clk)
begin if (!en) f<=fun(e);	 
        else   f<=f;			 
end
function [31:0] fun;
input signed [31:0] x;
begin 
if(x<0)
fun=0;
else
fun=x;
end
endfunction
endmodule
[run.sh]
#!/bin/bash
# OpenROAD 26Q1-2900-gdf79404cd8, Yosys 0.63+post, stock flow scripts
make -C /OpenROAD-flow-scripts/flow DESIGN_CONFIG=/design/flow/config.mk WORK_HOME=/design/flow/orfs finish
[config.mk]
export PLATFORM = sky130hd
export DESIGN_NAME = function3
export DESIGN_NICKNAME = function3
export VERILOG_FILES = /design/flow/design.v
export SDC_FILE = /design/flow/constraint.sdc
export NUM_CORES = 4
export LEC_CHECK = 1
export CORE_AREA = 10 10 98 98
export DIE_AREA = 0 0 108 108
[constraint.sdc]
current_design function3

set clk_period 1.0
set clk_io_pct 0.2

create_clock -name clk0 -period $clk_period [get_ports {clk}]

set non_clock_inputs [all_inputs -no_clocks]
set_input_delay [expr $clk_period * $clk_io_pct] -clock clk0 $non_clock_inputs
set_output_delay [expr $clk_period * $clk_io_pct] -clock clk0 [all_outputs]
==> flow_summary.toml <==
# flow metrics
[final_timing]
holdWs_ns = 0.595
fmax_mhz = 1010
slew_viol_final = 0
tns_ns = 0
setup_viol = 0
period_used_pct = 98.9
finalHoldViolCount = 0
period_needed_ns = 0.989
grt_setup_unrepaired = "yes"

[global_routing]
grt_max_degree = 33
first_global_vias = 778
overflow = 0
grt_first_pass_wirelength_mm = 4.42
antenna_found_initial = 0
track_usage_pct = 4.99

[setup_path]
required_ns = 1.02
cp_max_fo = 32
critPathSlowestCell = "clkdlybuf4s50_1"
start_kind = "primary input"
path_cells = "clkdlybuf4s50_1 > clkinvlp_4 > buf_12"
crit_family = "buffers and inverters"
cpPeakStageDelay_ns = 0.51
worst-setup-path-type = "in -> reg"
critPathArrivalTime_ns = 1.01
critPathBufInv = 3
crit_path_end_kind = "flop"

[finish]
area_growth_pct = 59.2
top_regs = "f (32)"
logic_area_um2 = 198
drive_gt1_share_pct = 28.6
largest_register_ffs = 32
seq_area_um2 = 961
largest-register = "f"
final.fill_count = 794

[floorplan]
die_area_um2 = 11700
fp_util_pct = 15.6
die_height_um = 108
core_um2 = 7650
die_x_um = 108
fp-row-count = 32
ios = 66

[yosys]
top_area_share_pct = 80.3
yosys_area_um2 = 1200
syn_area_per_cell_um2 = 17.6
ys_types = 5
yosysTopAreaCell = "edfxtp_1"
syn_area_um2 = 1200
area_leaders = "edfxtp_1, nor2b_1, buf_6, conb_1, inv_1"
edf_count = 32
ys_cells = 68
ff_type = "edfxtp_1"
synth_flops = 32
most_common_cell = "edfxtp_1"
async_flop_share_pct = 0
ys_warn_count = 1
synth_seq_share_pct = 80.3
top_cells_by_count = "edfxtp_1, nor2b_1, buf_6"
syn-instance-count = 68

[hold_path]
holdCritPathClass = "in -> reg"

[pwr]
power.internal_uw = 2300
sw_frac_of_total_pct = 18.9
leakagePower_uw = 0.000693
power_density_nw_per_um2 = 1490
combPwrFrac_pct = 11.2
seq_power_share_pct = 57.0
ir_worst_vdd_v = 0.000366
clkPwrFrac_pct = 31.8
switchingPower_uw = 535

[clock_network]
hold_buffers = 0
cts_buffer_depth = 2
cts_num_sinks = 32
cts_buffers = 5
clkTransAtPathRegs_ns = 0.06
cts_tree = "built"
htree_levels = 2
root_buffer = "clkbuf_8"

[detailed_routing]
via_per_inst = 3.16
drt_iter0_drc = 27
num_antenna_cells = 0
dr.pass1.iters = 2
routedWlPerCell_um = 12.3
wirelength_mm = 2.97
final_antenna_net_count = 0
drcViolationCount = 0
vias = 765

[run]
max-cap-violations = 0
warnings = 26

[placement]
dp_hpwl_mm = 2.28
gp_congestion = 0.764
port_buffers = 65

[status]
status = "finished clean"
-- metrics by stage --
stage | total power (uW) | util (%) | setup WS [ns] | cell area (um2) | instances
finish | 2830 | 24.9 | 0.0114 | 1900 | 242
detailed placement | 2070 | 25.9 | -0.264 | 1980 | 234
floorplan | 1700 | - | 0.00768 | 1200 | 68
global placement | 2070 | 25.9 | -0.265 | 1980 | 234
CTS | 2920 | 24.9 | 0.0156 | 1900 | 242
global route | 3000 | 24.9 | -0.0255 | 1900 | 242
-- power groups by stage --
stage	clock network (uW)	logic, uW	registers (uW)
4_1_cts	970	331	1610
5_1_grt	1020	355	1630
6_report	901	318	1610
-- layer usage --
layer  wire length, um  share of wire (%)  global-route usage [%]  up-vias
li1                  -                  -                       -      372
met1              1090                 37                    5.85      346
met2              1350                 46                    7.50       42
met3               482                 16                    3.67        5
met4                42                1.4                   0.573        0
met5                 0                  0                       0        -
-- cell usage in the layout (no fill, tap or decap) --
cell type,synthesis,layout
buf_12,0,2
buf_2,0,32
clkbuf_1,0,2
clkbuf_8,0,5
clkdlybuf4s50_1,0,33
clkinv_1,0,1
clkinvlp_4,0,1
conb_1,1,1
edfxtp_1,32,32
nor2b_1,31,31
-- cells by family after synthesis --
group / share of synthesized area [%]
flip-flops: 80.3
AND/OR/NAND/NOR: 16.2
buffers and inverters: 3.14
other: 0.314
-- worst paths after layout --
path / startpoint / end / slack, ns / cells past startpoint
min: e[22] / f[22] / 0.59 / 2
max: en / f[23] / 0.01 / 3
-- layout make-up --
| class | instances | area share [%] |
|---|---|---|
| Sequential cell | 32 | 50.5 |
| Timing Repair Buffer | 67 | 27.9 |
| Multi-Input combinational cell | 32 | 10.4 |
| Tap cell | 102 | 6.70 |
| Clock buffer | 7 | 4.01 |
| Inverter | 1 | 0.394 |
| Clock inverter | 1 | 0.197 |
-- repair_timing --
action                                  in CTS  in global routing
endpoints found under the setup margin      32                 13
buffers inserted                             0                  0
hold endpoints to repair                     0                  0
resized                                    102                  0
No activity file was given, so power comes from the tool's default toggle rates.
