--- flow/design.v ---
module mux_1to24 (clk, en, addr, din, line0, line1, line2, line3,
					line4, line5, line6, line7, line8, line9, line10,
					line11, line12, line13, line14, line15, line16,
					line17, line18, line19, line20, line21, line22,
					line23);
input clk,en;
input signed [31:0] din;	 
input [6:0] addr;		 
output signed [31:0] line0, line1, line2, line3, line4, line5, line6,
		line7, line8, line9, line10, line11, line12,
		line13, line14, line15, line16, line17, line18,
		line19, line20, line21, line22, line23;
reg 	signed [31:0] line0, line1, line2, line3, line4, line5, line6,
		line7, line8, line9, line10, line11, line12,
		line13, line14, line15, line16, line17, line18,
		line19, line20, line21, line22, line23, midmem;
reg [6:0] addr_buf0;		 
always @ (posedge clk)
if (!en) 
	begin addr_buf0<=addr; 
	end
else 
	begin addr_buf0<=addr_buf0; 
	end
always @ (posedge clk)	 
if (!en)
	begin
	case (addr_buf0)
		6'd1	:	line0=din;
		6'd2	:	line1=din;
		6'd3	:	line2=din;
		6'd4	:	line3=din;
		6'd5	:	line4=din;
		6'd6	:	line5=din;
		6'd7	:	line6=din;
		6'd8	:	line7=din;
		6'd9	:	line8=din;
		6'd10	:	line9=din;
		6'd11	:	line10=din;
		6'd12	:	line11=din;
		6'd13	:	line12=din;
		6'd14	:	line13=din;
		6'd15	:	line14=din;
		6'd16	:	line15=din;
		6'd17	:	line16=din;
		6'd18	:	line17=din;
		6'd19	:	line18=din;	
		6'd20	:	line19=din;
		6'd21	:	line20=din;
		6'd22	:	line21=din;
		6'd23	:	line22=din;
		6'd24	:	line23=din;
		default :	midmem=din;
		endcase
	end
endmodule
--- flow/run.sh ---
#!/bin/bash
# OpenROAD 26Q1-2900-gdf79404cd8, Yosys 0.63+post, stock flow scripts
make -C /OpenROAD-flow-scripts/flow DESIGN_CONFIG=/design/flow/config.mk WORK_HOME=/design/flow/orfs finish
--- flow/config.mk ---
export PLATFORM = sky130hd
export DESIGN_NAME = mux_1to24
export DESIGN_NICKNAME = mux_1to24
export VERILOG_FILES = /design/flow/design.v
export SDC_FILE = /design/flow/constraint.sdc
export NUM_CORES = 4
export LEC_CHECK = 1
export CORE_AREA = 10 10 386 386
export DIE_AREA = 0 0 396 396
--- flow/constraint.sdc ---
current_design mux_1to24

set clk_period 5.1
set clk_io_pct 0.2

create_clock -name clk0 -period $clk_period [get_ports {clk}]

set non_clock_inputs [all_inputs -no_clocks]
set_input_delay [expr $clk_period * $clk_io_pct] -clock clk0 $non_clock_inputs
set_output_delay [expr $clk_period * $clk_io_pct] -clock clk0 [all_outputs]
==> impl_metrics.env <==
# flow metrics
export IMPL_drt_iter0_markers=649
export IMPL_setup_worst_path_class="primary input to register"
export IMPL_r2r_slack_ns=2.25
export IMPL_dp_hpwl_um=74030
export IMPL_fp_dieH_um=396
export IMPL_cp_max_fo=16
export IMPL_ys_flops=775
export IMPL_postSynth_topFlopCell="sky130_fd_sc_hd__edfxtp_1"
export IMPL_post_cts_hold_buffer_count=0
export IMPL_leakage_nw=11.81
export IMPL_gr_usage_all_layers=0.1314
export IMPL_netlist_top_cells_area="sky130_fd_sc_hd__edfxtp_1 (99%), sky130_fd_sc_hd__nor2_1 (0.38%), sky130_fd_sc_hd__or4b_1 (0.21%)"
export IMPL_cts_buffers=82
export IMPL_synth_to_layout_area_growth_pct=59.17
export IMPL_top_cells_by_count="sky130_fd_sc_hd__edfxtp_1 (775), sky130_fd_sc_hd__nor2_1 (24), sky130_fd_sc_hd__or4b_1 (5)"
export IMPL_final_hold_violation_count=0
export IMPL_p_total_mw=13.15
export IMPL_cts_max_level=3
export IMPL_p_per_area_mw_per_mm2=351.8
export IMPL_ioPinCount=809
export IMPL_max_stage_delay_ns=0.88
export IMPL_grt_start_max_net_pins=33
export IMPL_total_of_warnings_raised_by_yosys=1
export IMPL_cts_max_path_buffers=3
export IMPL_timing_critical_path_from="en"
export IMPL_area_of_the_die_mm2=0.1568
export IMPL_hold_path_class="primary input to register"
export IMPL_clock_tree_root_cell="sky130_fd_sc_hd__clkbuf_16"
export IMPL_avgRoutedWirePerCell_um=27.69
export IMPL_cts_sinks=775
export IMPL_ys_seq_share=0.9907
export IMPL_timing_critical_path_cells="clkdlybuf4s50_1, or4b_1, nor2_4, buf_4"
export IMPL_synth_yosys_chip_area_mm2=0.02349
export IMPL_synth_async_sr_flop_share=0
export IMPL_ys_cells=814
export IMPL_syn_mean_instance_area_um2=28.86
export IMPL_grt_pass1_vias=13400
export IMPL_synth_distinct_cells=8
export IMPL_horizontal_extent_of_the_die_um=396
export IMPL_critical_path_endpoint_type="register"
export IMPL_timing_critical_path_to="line20[21]"
export IMPL_worst_r2r_startpoint="addr_buf0[6]"
export IMPL_post_synth_top_count_cell="sky130_fd_sc_hd__edfxtp_1"
export IMPL_layout_min_cycle_time_ns=3.529
export IMPL_stage_log_warnings=25
export IMPL_drc=0
export IMPL_tritoncts="done"
export IMPL_number_of_failing_setup_endpoints_in_the_final_timing_report=0
export IMPL_gp_congestion=0.8487
export IMPL_enable_flop_cells=775
export IMPL_largest_vdd_supply_drop_v=0.0003155
export IMPL_antenna_found_initial=7
export IMPL_placement_io_buffers=808
export IMPL_dr_total_vias=12420
export IMPL_cpMaxStageDelayCell="sky130_fd_sc_hd__or4b_1"
export IMPL_grt_first_pass_wirelength_um=131900
export IMPL_floorplanUtilization=0.1677
export IMPL_timing_critical_path_depth=4
export IMPL_crit_required_ns=5.45
export IMPL_maxSlewViolCount=0
export IMPL_timing_worst_slew_pin_value_ns=0.9892
export IMPL_crit_family="simple AND/OR/NAND/NOR gates"
export IMPL_rr_worst_depth=3
export IMPL_cap_viol_max_count=0
export IMPL_detailedRoute_firstPassIterationCount=6
export IMPL_arrival_ns=3.88
export IMPL_worst_setup_path_start_kind="primary input"
export IMPL_clk_pin_slew_ns=0.06
export IMPL_largest_area_cell="sky130_fd_sc_hd__edfxtp_1"
export IMPL_worst_r2r_endpoint="line20[21]"
export IMPL_fin_crit_sh=0.6919
export IMPL_rsz0062_at_grt="no"
export IMPL_viasPerCell=3.342
export IMPL_slew_headroom=0.3385
export IMPL_number_of_instances_in_the_synthesized_netlist=814
export IMPL_status="finished, final reports clean"
export IMPL_worst_path_buf_inv=2
export IMPL_drt_antenna_violating_nets=0
export IMPL_layout_cell_share_with_drive_strength_beyond_1=0.1178
export IMPL_fmax_mhz=283.4
export IMPL_setup_total_negative_slack_ns=0
export IMPL_postCtsSetupRepairBufs=0
export IMPL_rows=137
export IMPL_clock_skew_final_ns=0.04962
export IMPL_placeableCoreArea_mm2=0.1400
export IMPL_total_wire_length_after_detailed_routing_um=102900
export IMPL_cts_resized=0
export IMPL_grt_ovfl_total=0
export IMPL_netlist_area_mm2=0.02349
export IMPL_top_cell_area_share=0.9907
export IMPL_worst_skew_pair_late_latency_ns=0.69
[worst min-delay path by stage]
stage / to / cells past startpoint / startpoint / slack (ns)
5_1_grt: line2[30] / 2 / din[30] / 0.87
6_report: line10[30] / 2 / din[30] / 0.91
4_1_cts: line2[30] / 2 / din[30] / 0.87
[layer usage]
layer | track usage | wire length, um | vias up
met5 | 0 | 0 | -
met4 | 0.03176 | 3103 | 0
met3 | 0.1044 | 18270 | 135
met2 | 0.2195 | 51310 | 949
met1 | 0.1229 | 30180 | 6051
li1 | - | - | 5282
[power by group]
part	total, mW	internal, mW	switching, mW
clock network	5.87	3.28	2.58
registers	7.04	7.03	0.0109
logic	0.246	0.0738	0.172
[worst reg2reg max path, delay by kind of cell, from the launching register on]
family        cells  cell delay, ns
buf+inv           1            0.41
flops             1            0.42
simple gates      2            1.68
[metrics by stage]
stage | hold WS, ns | cells | utilization | setup WS (ns) | cell area [um^2]
6_report | 0.9098 | 3715 | 0.2670 | 1.571 | 37390
3_3_place_gp | 1.093 | 3561 | 0.2481 | 0.7809 | 34750
3_5_place_dp | 1.100 | 3561 | 0.2481 | 0.7807 | 34750
5_1_grt | 0.8684 | 3709 | 0.2669 | 1.468 | 37380
2_1_floorplan | 1.119 | 814 | - | 1.676 | 23490
4_1_cts | 0.8685 | 3709 | 0.2669 | 1.531 | 37380
[placed cells by master (no fill, tap or decap), types with 3 or more instances in the layout]
cell / netlist / final
sky130_fd_sc_hd__clkinv_2: 0 / 9
sky130_fd_sc_hd__clkbuf_16: 0 / 83
sky130_fd_sc_hd__inv_8: 0 / 4
sky130_fd_sc_hd__clkinvlp_4: 0 / 9
sky130_fd_sc_hd__buf_12: 0 / 14
sky130_fd_sc_hd__clkinv_4: 0 / 7
sky130_fd_sc_hd__clkdlybuf4s50_1: 0 / 806
sky130_fd_sc_hd__clkinv_1: 0 / 12
sky130_fd_sc_hd__or4b_1: 5 / 5
sky130_fd_sc_hd__bufinv_16: 0 / 5
sky130_fd_sc_hd__nor2_4: 0 / 24
sky130_fd_sc_hd__buf_4: 0 / 52
sky130_fd_sc_hd__diode_2: 0 / 6
sky130_fd_sc_hd__clkbuf_1: 0 / 12
sky130_fd_sc_hd__nand4bb_1: 3 / 3
sky130_fd_sc_hd__inv_6: 0 / 4
sky130_fd_sc_hd__edfxtp_1: 775 / 775
[final cells by class]
cell class / count / area (um^2)
clock inverter: 53 / 501.7
multi-input combinational: 35 / 380.4
sequential: 775 / 23270
fill: 13890 / 102700
tap: 1876 / 2347
antenna: 6 / 15.01
timing repair buffer: 874 / 8748
clock buffer: 95 / 2122
inverter: 1 / 3.754
[cells by family (layout without fill, tap and decap cells)]
kind of cell,count (synthesis),in the layout,share of synthesized area
flip-flops,775,775,0.9907
AND/OR/NAND/NOR,35,35,0.008522
buffers and inverters,4,1023,0.0007986
other,0,6,0
